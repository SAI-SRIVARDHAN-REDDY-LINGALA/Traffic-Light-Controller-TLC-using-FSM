==> flow/config.mk <==
export PLATFORM = sky130hd
export DESIGN_NAME = TLC
export DESIGN_NICKNAME = TLC
export VERILOG_FILES = /design/flow/design.v
export SDC_FILE = /design/flow/constraint.sdc
export NUM_CORES = 4
export LEC_CHECK = 1
export CORE_AREA = 10 10 77 77
export DIE_AREA = 0 0 87 87
==> flow/run.sh <==
#!/bin/bash
# OpenROAD 26Q1-2900-gdf79404cd8, Yosys 0.63+post, stock flow scripts
make -C /OpenROAD-flow-scripts/flow DESIGN_CONFIG=/design/flow/config.mk WORK_HOME=/design/flow/orfs finish
==> flow/design.v <==
module TLC (
    output reg [1:0] hwy,        
    output reg [1:0] cntry,      
    input X,                     
    input clock,                 
    input clear                  
);
parameter RED    = 2'd0,
          YELLOW = 2'd1,
          GREEN  = 2'd2;
parameter S0 = 3'd0,    
          S1 = 3'd1,    
          S2 = 3'd2,    
          S3 = 3'd3,    
          S4 = 3'd4;    
reg [2:0] state, next_state;
reg [3:0] delay_counter;   
always @(posedge clock or posedge clear) begin
    if (clear) begin
        state <= S0;
        delay_counter <= 0;
    end else begin
        state <= next_state;
        if (
            (state == S1 && next_state == S1) || 
            (state == S2 && next_state == S2) || 
            (state == S4 && next_state == S4)
        )
            delay_counter <= delay_counter + 1;
        else
            delay_counter <= 0;
    end
end
always @(*) begin
    hwy   = RED;
    cntry = RED;
    case (state)
        S0: begin hwy = GREEN;  cntry = RED;    end
        S1: begin hwy = YELLOW; cntry = RED;    end
        S2: begin hwy = RED;    cntry = RED;    end
        S3: begin hwy = RED;    cntry = GREEN;  end
        S4: begin hwy = RED;    cntry = YELLOW; end
        default: begin hwy = GREEN; cntry = RED; end
    endcase
end
always @(*) begin
    case (state)
        S0: begin
            next_state = (X == 1'b1) ? S1 : S0;
        end
        S1: begin
            next_state = (delay_counter == 2 - 1) ? S2 : S1;
        end
        S2: begin
            next_state = (delay_counter == 2 - 1) ? S3 : S2;
        end
        S3: begin
            next_state = (X == 1'b1) ? S3 : S4;
        end
        S4: begin
            next_state = (delay_counter == 2 - 1) ? S0 : S4;
        end
        default: next_state = S0;
    endcase
end
endmodule
==> flow/constraint.sdc <==
current_design TLC

set clk_period 2.2
set clk_io_pct 0.2

create_clock -name clk0 -period $clk_period [get_ports {clock}]

set non_clock_inputs [all_inputs -no_clocks]
set_input_delay [expr $clk_period * $clk_io_pct] -clock clk0 $non_clock_inputs
set_output_delay [expr $clk_period * $clk_io_pct] -clock clk0 [all_outputs]
==> reports/results.tsv <==
stage	metric	value	unit
timing	setup_tns	0	ns
layout	final_core_utilization	13.6	%
detailed_routing	post_drt_wl_per_cell	8.10	um
power_and_ir_drop	pwr-share-clk	27.5	%
layout	n_fill_cell	466	
die	core_region_area	4350	um2
layout	area.combinational	180	um2
cts	post-cts-setup-buffer-count	0	
critical_path	worst_r2r_startpoint	delay_counter[1]	
timing	final_period_demand_of_the_worst_path	1.91	ns
critical_path	required	1.76	ns
outcome	outcome	complete, no violations	
detailed_routing	firstDrtPassIters	4	
critical_path	data_arrival_at_the_endpoint_of_the_critical_path	1.47	ns
synth	postSynthAreaPerCell	9.84	um2
power_and_ir_drop	cellLeakagePower	0.257	nW
place	dpl_worst_slack	0.345	ns
layout	signed_area_change_from_the_synthesized_netlist_to_the_final_layout	36.7	%
detailed_routing	via_per_instance_ratio	3.25	
timing	final_max_slew_viols	0	
cts	clock_tree.root_cell	clkbuf_8	
power_and_ir_drop	totalPowerFinal	0.670	mW
critical_path	regToRegEndpoint	delay_counter[3]	
cts	clockBufferDepth	2	
critical_path	startpoint_type	register	
synth	netlist_instances	44	
die	die-area	7570	um2
timing	final-setup-viol-count	0	
timing	final-hold-violation-count	0	
timing	slew-limit-headroom	62.8	%
detailed_routing	drc	0	
die	rows	24	
timing	final.setup.worst_slack	0.291	ns
power_and_ir_drop	seqPwrFrac	37.8	%
detailed_routing	ant_nets	0	
cts	cts_hold_repair.buffers	0	
flow_run	tool_warnings	26	
synth	synth_top_flop_cell	dfrtp_1	
synth	yosys_area	433	um2
power_and_ir_drop	pwr_density_cell	1130	nW/um2
timing	tightestPinTransition	0.554	ns
synth	enable_flop_cells	0	
die	floorplan.io_pins	7	
place	io_buffer_count	6	
layout	post_route_cells_drive_above_1_share	9.80	%
synth	synth.yosys.seq_area_share	52.3	%
flow_run	maxCapViolCount	0	
power_and_ir_drop	netSwitchingFraction	30.2	%
critical_path	setup.worst_path.end_class	output port	
place	placement.cell_area	547	um2
synth	share_of_flip_flops_with_an_asynchronous_set_or_reset_after_synthesis	100	%
detailed_routing	insertedDiodeCount	0	
global_route	gr-total-overflow	0	
min_path	min-delay-path-class	primary input to async pin	
critical_path	cp_max_fo	6	
synth	yosys_warns	1	
detailed_routing	drt-initial-drc-count	11	
cts	cts_tree	done	
global_route	grt_pass1_wl	1.49	mm
cts	cts.sinks	9	
synth	yosys.area.top_type_share	46.2	%
global_route	via_count_of_the_first_global_routing_pass	323	
synth	synth_cell_type_count	21	
power_and_ir_drop	internal_power	0.467	mW
synth	ys_cells	44	
place	detailed_place_hpwl	636	um
die	overall_die_width	87	um
power_and_ir_drop	p_switching	0.203	mW
die	fp_util	9.94	%
timing	fmax	0.524	GHz
synth	yosys-top-cells-area	dfrtp_1 46%, dfstp_2 6.1%, ha_1 5.8%	
layout	final_cell_area	592	um2
cts	path_clk_slew	0.04	ns
power_and_ir_drop	combinationalPowerShare	34.6	%
critical_path	critical_path_class	register to output port	
cts	clock_insertion_delay_worst_skew	0.23	ns
critical_path	reg2reg_setup_slack	0.42	ns
detailed_routing	route.vias.total	335	
global_route	grt_antenna_before_repair	0	
cts	post_cts_resized	0	
synth	combined_area_of_all_synthesized_cells	433	um2
die	floorplan.die.height	87	um
cts	cts_made_buffers	3	
layout	register_area	226	um2
global_route	track_usage	2.49	%
synth	post-synth-top-area-cell	dfrtp_1	
cts	htree_levels	1	
place	gp_congestion	0.894	
power_and_ir_drop	irDropWorstVdd	0.251	mV
global_route	grt_start_max_net_pins	10	
synth	synth_flop_count	9	
timing	post-route-period-util	86.8	%
timing	rsz0062_at_grt	false	
timing	timing.clock.skew	0.00450	ns
critical_path	rr_worst_depth	6	
detailed_routing	detail_route.wirelength	834	um
-- metal layers --
| layer | vias up | global-route usage, % | share of wire (%) |
|---|---|---|---|
| met5 | - | 0 | 0 |
| met2 | 8 | 3.00 | 38 |
| met3 | 2 | 2.17 | 11 |
| met4 | 0 | 0.442 | 0.96 |
| li1 | 161 | - | - |
| met1 | 164 | 3.25 | 49 |
-- critical path, stage by stage (launching register included) --
cell,delay (ns)
dfrtp_1,0.43
nor4_1,0.29
clkdlybuf4s50_1,0.51
-- cells in the final DEF (no fill, tap or decap) --
cell,count
xor2_1,1
a21o_1,2
clkdlybuf4s50_1,6
nor4_1,1
nand2b_1,1
xnor2_1,1
a21oi_1,1
a22o_1,1
nand3_1,2
ha_1,2
or3b_4,1
a311oi_1,1
nor3_1,4
nor3b_1,1
nor2_1,1
clkbuf_8,3
clkbuf_1,1
dfstp_2,1
nor2b_1,1
dfrtp_1,8
inv_1,4
nand2_1,6
o22ai_1,1
-- worst max path at each step --
stage	startpoint	to	slack (ns)
4_1_cts	state[3]	hwy[1]	0.28
6_report	state[3]	hwy[1]	0.29
5_1_grt	state[3]	hwy[1]	0.14
-- Yosys cell counts, types with 2 or more instances --
cell,n
clkbuf_1,3
a21o_1,2
nor3_1,4
inv_1,4
nand2_1,6
ha_1,2
dfrtp_1,8
nand3_1,2
-- cell type report --
cell class / count / share of cell area, %
Sequential cell: 9 / 38.3
Multi-Input combinational cell: 28 / 30.4
Tap cell: 52 / 11.0
Timing Repair Buffer: 6 / 10.1
Clock buffer: 4 / 7.61
Inverter: 4 / 2.54
-- cell families after synthesis --
logic type,synth area share (%)
compound gates,10.1
xor+xnor,4.05
fa+ha+maj,5.78
buf+inv,6.07
flops,52.3
simple gates,21.7
-- through the flow --
step	std cells	hold slack, ns
floorplan	44	0.267
global placement	99	0.480
detailed placement	99	0.477
CTS	103	0.488
global route	103	0.509
finish	103	0.474
-- power by group through the flow --
stage	clock (mW)	combinational [mW]	sequential [mW]
CTS	0.192	0.234	0.252
global route	0.207	0.270	0.259
finish	0.184	0.232	0.254
Power is estimated from default activity; no workload was simulated.
